===== design/flow/design.v =====
module UniShiftReg(clk,clr,fn,q,lin,rin,parin);
    input [1:0]fn;
    input lin,rin,clk,clr;
    parameter N = 5;
    input [N-1:0]parin;
    output reg [N-1:0]q;
    parameter Hold = 2'b00, RShift=2'b01,LShift=2'b10,Load=2'b11;
    always @(posedge clk or posedge clr)
        if(clr)
            q<=0;
        else
            case (fn)
                Hold: ;
                RShift: q<={q[N-2:0],rin};
                LShift: q<={lin,q[N-1:1]};
                Load: q<=parin;
            endcase
endmodule

===== design/flow/run.sh =====
#!/bin/bash
# OpenROAD 26Q1-2900-gdf79404cd8, Yosys 0.63+post, stock flow scripts
make -C /OpenROAD-flow-scripts/flow DESIGN_CONFIG=/design/flow/config.mk WORK_HOME=/design/flow/orfs finish

===== design/flow/config.mk =====
export PLATFORM = sky130hd
export DESIGN_NAME = UniShiftReg
export DESIGN_NICKNAME = UniShiftReg
export VERILOG_FILES = /design/flow/design.v
export SDC_FILE = /design/flow/constraint.sdc
export NUM_CORES = 4
export LEC_CHECK = 1
export CORE_AREA = 10 10 70 70
export DIE_AREA = 0 0 80 80
export SYNTH_HDL_FRONTEND = slang

===== design/flow/constraint.sdc =====
current_design UniShiftReg

set clk_period 1.9
set clk_io_pct 0.2

create_clock -name clk0 -period $clk_period [get_ports {clk}]

set non_clock_inputs [all_inputs -no_clocks]
set_input_delay [expr $clk_period * $clk_io_pct] -clock clk0 $non_clock_inputs
set_output_delay [expr $clk_period * $clk_io_pct] -clock clk0 [all_outputs]

==> flow_summary.json <==
{
  "status": "finished clean",
  "finalClockSkew_ps": 2.953,
  "drtPass1Iterations": 2,
  "vias_per_cell": 2.421,
  "global_route_wire_length_before_repair_microns": 917,
  "postSynth.topFlopCell": "dfrtp_1",
  "fmaxAchievable_mhz": 674.5,
  "crit_fanout": 4,
  "syn_to_final_growth_pct": 88.12,
  "route.vias.total": 184,
  "cpMaxStageDelayCell": "clkdlybuf4s50_1",
  "timing.critical_path.cells": "clkdlybuf4s50_1",
  "placement.cell_area_sq_um": 449.2,
  "worstPathBufferInverterCount": 1,
  "design_area_sq_um": 475.5,
  "grt_setup_unrepaired": "false",
  "p_leak_nw": 0.1693,
  "area.sequential_sq_um": 125.1,
  "hold_path_class": "in -> async",
  "cts_root_buffer": "clkbuf_4",
  "initCoreUtil_pct": 7.399,
  "final_min_period_over_clock_period_pct": 78.03,
  "final_period_minus_worst_setup_slack_ps": 1483,
  "reg2regPathDepth": 1,
  "antenna_violations_before_repair": 0,
  "hold_violations": 0,
  "relSlewSlack_pct": 79.53,
  "cts_htree_levels": 1,
  "timing_worst_setup_path_type": "reg -> out",
  "die_h_microns": 80,
  "crit_start": "q[3]",
  "tritoncts_clock_tree": "yes",
  "layout.core_utilization_pct": 13.92,
  "synth_top_area_share_pct": 49.50,
  "warnings": 25,
  "cts_made_buffers": 3,
  "setup_slack_ps": 417.3,
  "registers.top_by_ff_count": "q",
  "layout_top_registers": "q: 5 flops",
  "placement.setup.worst_slack_ps": 181.8,
  "die_outline_area_sq_mm": 0.006400,
  "wire_per_inst_microns": 7.632,
  "globalRouteOverflowTotal": 0,
  "slowest_delay_ps": 490,
  "design.core.area_sq_mm": 0.003416,
  "synthesized_chip_area_reported_by_yosys_sq_um": 252.7,
  "common_cells": "5 x dfrtp_1, 5 x mux4_2, 1 x buf_6, 1 x inv_1",
  "worstSetupEndpointType": "output pin",
  "die_w_microns": 80,
  "drtAntennaViolNets": 0,
  "flip_flop_and_latch_count_after_synthesis": 5,
  "vdd_drop_max_v": 0.0002473,
  "reg2reg_slack_ps": 910,
  "synth_area_leader_cell": "dfrtp_1",
  "clkTransAtPathRegs_ps": 40,
  "grt_pass1_vias": 222,
  "netlist_area_sq_um": 252.7,
  "pin_count_of_the_biggest_net_entering_global_routing": 6,
  "place.port_buffers": 15,
  "largest_delay_contributor_family_on_the_critical_path": "buffers and inverters",
  "cp_data_required_time_ps": 1520,
  "average_instance_area_after_synthesis_sq_um": 21.06,
  "cap_viol_max_count": 0,
  "ys_async_sr_fraction_pct": 100.0,
  "critical_path.startpoint_type": "register",
  "multiInputGateArea_sq_um": 112.6,
  "number_of_fillers_in_the_final_layout": 391,
  "postRouteWirelength_microns": 580,
  "report.final.slew_viol_count": 0,
  "critical_path_arrival_ps": 1100,
  "r2r_end": "q[4]",
  "transition_time_of_the_tightest_slew_check_pin_ps": 306.1,
  "max-clock-path-buffers": 2,
  "detailedRoute.firstIterationViolations": 1,
  "boundaryPins": 16,
  "post_cts_resized": 0,
  "cellPowerDensity_mw_per_mm2": 769.0,
  "yosys_warn_count": 0,
  "post_cts_setup_repair_bufs": 0,
  "grt_use_total_pct": 1.800,
  "post_route_cells_drive_above_1_share_pct": 26.67,
  "largest_register_ff_count": 5,
  "synth-edff-count": 0,
  "remaining_drc_errors": 0,
  "clock_insertion_delay_worst_skew_ps": 230,
  "reg2reg_from": "q[3]",
  "setup-violations-final": 0,
  "rows": 21,
  "finalSetupTns_ps": 0,
  "yosys-top-cells-area": "dfrtp_1 50%, mux4_2 45%, buf_6 4.5%",
  "yosys-stat-cells": 12,
  "gp_routability_congestion": 0.7040,
  "distinct_lib_cells": 4,
  "postCtsHoldBufs": 0,
  "cts.sink_count": 5,
  "route.antenna.diode_count": 0,
  "yosysSeqAreaShare_pct": 49.50,
  "syn_inst": 12
}
-- cells by family after synthesis --
kind of cell / synth area share, %
DFF: 49.50
buffers and inverters: 5.939
muxes: 44.56
-- where the power goes --
group	switching, W	internal (W)	total [W]	leakage [nW]
clock	0.0000388	0.0000791	0.000118	0.0150
sequential	0.0000191	0.000128	0.000148	0.0585
combinational	0.0000157	0.0000845	0.000100	0.0959
total	0.0000736	0.000292	0.000366	0.169
-- through the flow --
stage          hold slack (ps)   power, W  std cells
3_5_place_dp             599.1  0.0002518         72
3_3_place_gp             596.0  0.0002528         72
4_1_cts                  341.5  0.0003747         76
5_1_grt                  351.8  0.0003908         76
6_report                 336.0  0.0003656         76
2_1_floorplan            158.5  0.0001809         12
-- cell type report --
class	count	share of cell area, %
clock buffers	4	5.526
inverters	1	0.7895
multi-input cells	5	23.68
flip-flops and latches	5	26.32
well taps	46	12.11
repair buffers	15	31.58
-- layout by cell type (no fill, tap or decap) --
master and n:
dfrtp_1 5, inv_1 1, clkbuf_1 1, clkbuf_4 3
clkdlybuf4s50_1 15, mux4_2 5
-- worst max path at each step --
| stage | endpoint | slack [ps] | cells after the start |
|---|---|---|---|
| after CTS | q[2] | 400 | 1 |
| after global routing | q[2] | 350 | 1 |
| final | q[3] | 420 | 1 |
-- routing by layer --
layer | global-route usage [%] | share of wire [%] | vias up
met3 | 1.932 | 19 | 0
met2 | 2.327 | 38 | 16
li1 | - | - | 86
met1 | 1.844 | 43 | 82
met5 | 0 | 0 | -
met4 | 0.7042 | 0 | 0
Power figures rest on the tool's default switching activity, not on a simulated workload.
